[design.v]
module register( 
	input logic  clk_i , reset_i , regwrite_i ,
	input logic [4:0] rd_i , rs1_i  , rs2_i , 
	input logic [31:0] wd_i,
	output logic [31:0] A_o , B_o
	);
	logic [31:0] registers [0:31] ; 
integer i;
initial begin 
for(i=0;i<32;i=i+1)
registers[i]=32'h0;
end
always @ (posedge clk_i ) begin
if (reset_i==1'b1) begin
for ( i=0 ; i<32 ; i=i+1)
registers[i] <= 32'b0; 
end
else begin
if(regwrite_i ==1'b1) begin
if(rd_i==5'b0)
registers[rd_i] <= 32'b0;
else
registers[rd_i] <= wd_i ; 
end
end
end
assign A_o = registers[rs1_i];
assign B_o= registers[rs2_i];
endmodule
[run.sh]
#!/bin/bash
# OpenROAD 26Q1-2900-gdf79404cd8, Yosys 0.63+post, stock flow scripts
make -C /OpenROAD-flow-scripts/flow DESIGN_CONFIG=/design/flow/config.mk WORK_HOME=/design/flow/orfs finish
[config.mk]
export PLATFORM = sky130hd
export DESIGN_NAME = register
export DESIGN_NICKNAME = register
export VERILOG_FILES = /design/flow/design.v
export SDC_FILE = /design/flow/constraint.sdc
export NUM_CORES = 4
export LEC_CHECK = 1
export CORE_UTILIZATION = 30
[constraint.sdc]
current_design register

set clk_period 8.3
set clk_io_pct 0.2

create_clock -name clk0 -period $clk_period [get_ports {clk_i}]

set non_clock_inputs [all_inputs -no_clocks]
set_input_delay [expr $clk_period * $clk_io_pct] -clock clk0 $non_clock_inputs
set_output_delay [expr $clk_period * $clk_io_pct] -clock clk0 [all_outputs]
==> out/results.txt <==
Synth top area share - 57.57%
Largest register FFs - 1024
Bufs and invs on worst path - 3
Pwr per Cell Area - 206.1 nW/um2
status - complete, no violations
via total after detailed routing - 38574
max_cap viols - 0
Total GRT Usage - 23.44%
yosys cell count - 4640
final design area excluding fillers - 60630 um2
clk sinks - 1024
Die ar. - 179700 um2
Slew headroom - 35.40%
hold slack - 1856 ps
CP required - 6640 ps
synthesized flop and latch total - 1024
HP Class - input pin to flip-flop
core occupancy in the finished layout - 34.35%
Ys Warns - 1
die height - 424.0 um
final global-route overflow total - 0
Least-Margin Pin Slew - 964.8 ps
CTS tree - done
initial antenna violation count - 5
fillcell total - 17069
cell type with the largest total area - edfxtp_1
post-synthesis cell area - 53420 um2
clock root cell - clkbuf_16
Top Ports - 114
total power - 12.50 mW
post-cts sizing count - 0
Final setup viols - 0
via/cell ratio - 5.482
crit path DAT - 5150 ps
share of cells above drive strength 1 - 8.374%
Crit Path Class - input pin to primary output
Die Span X - 424.0 um
top flop regs - registers (1024)
critical path cell sequence - clkdlybuf4s50_1, and2_4, buf_4, a22o_1, nor3_1, a31oi_1, nand3_1, clkdlybuf4s50_1
Critical Path Max Stage Delay - 740 ps
final std cells w/o fill - 7036
leak pwr - 21.73 nW
GP Congestion - 0.9109
Pre-antenna DRT Iters - 6
FP Util - 30.26%
dpl ws - 1609 ps
Placed Area - 57130 um2
register share after synthesis - 57.57%
first-pass GRT wire length - 283500 um
WL final - 203600 um
post-layout period usage of the worst path - 82.10%
Port Buf Inserts - 113
Row Count - 154
post-placement cell count - 6831
f_max - 146.8 MHz
largest net degree at the start of global routing - 96
maximum root-to-sink buffer count - 3
Setup WS post-layout - 1486 ps
clk slew on worst S/H paths - 60 ps
unrepaired setup endpoints after global routing - no
vias in the first global route - 38762
Chip Area, Yosys - 53420 um2
Reg with most FFs - registers
1st-iter DRT viols - 3135
Worst path top cell family by delay - buffers and inverters
Residual DRC - 0
Max Slew Vio Count - 0
core area - 176500 um2
Fin. Hold Viols - 0
setup TNS - 0 ps
Post-CTS Hold Buffers - 0
Wirelength per Cell - 28.94 um
Setup crit end kind - primary output
fin crit period - 6814 ps
CTS H-Tree Depth - 3
Cell Type Count - 28
top cells, area - edfxtp_1 58%, mux2i_1 19%, nor2_1 7.0%, a22oi_1 2.7%, a22o_1 2.1%
maximum VDD drop - 0.1695 mV
most frequent CP cell - clkdlybuf4s50_1
Critical Path Slowest Stage Cell - and2_4
Post-Syn Area per Cell - 11.51 um2
Num CTS Buffers - 109
Final ANT Viol Nets - 0
hpwl dp - 112200 um
Post-Synthesis Cells - 4640
startpoint types - input pin
P&R area growth vs syn - 13.51%
Tool Warnings - 26
Post-CTS Setup Inserts - 0
CP Max Fanout - 36
## synthesized netlist by cell type
cell,instances
a31oi_1,64
buf_1,25
nand3_1,192
and2_1,2
a21o_1,1
nand2b_4,1
and4b_1,1
a22oi_1,192
clkbuf_1,197
and3_1,1
edfxtp_1,1024
nand2b_1,35
or2_2,2
nor2_1,995
nor3_2,2
conb_1,1
nor3b_2,3
nor3_1,64
a21oi_1,192
a22o_1,128
buf_2,174
nor2_2,1
nor3b_1,3
nor2b_1,4
mux2i_1,1024
and3b_1,2
nand2_1,258
buf_4,52
## final cells by class
type / instances / area (um2) / share of cell area, %
antenna: 3 / 7.507 / 0.01238
clock buffer: 130 / 2870 / 4.734
clock inverter: 72 / 621.8 / 1.026
multi-input combinational: 3199 / 20920 / 34.49
sequential: 1024 / 30750 / 50.71
tap: 2340 / 2928 / 4.829
timing repair buffer: 268 / 2542 / 4.193
## worst paths after layout
check / depth (start not counted) / start / to / slack (ps)
max: 8 / rs1_i[0] / A_o[16] / 1490
min: 4 / wd_i[23] / registers[10][23]$_SDFFCE_PN0P_ / 1860
## power breakdown
group | switching, mW | internal (mW) | total, mW
sequential | 0.134 | 5.97 | 6.10
clock | 2.09 | 2.79 | 4.88
combinational | 0.980 | 0.539 | 1.52
total | 3.20 | 9.29 | 12.5
## cells in the final DEF (no fill, tap or decap), types with 3 or more instances in the layout
cell type	count
a21oi_1	192
a22o_1	128
a22oi_1	192
a31oi_1	64
buf_12	19
buf_4	136
bufinv_16	11
clkbuf_1	18
clkbuf_16	112
clkdlybuf4s50_1	111
clkinv_1	34
clkinv_2	21
conb_1	32
diode_2	3
edfxtp_1	1024
inv_6	3
mux2i_1	1024
nand2_1	225
nand2_2	33
nand2b_2	35
nand3_1	192
nor2_1	993
nor2_4	3
nor2b_4	4
nor3_1	64
nor3b_1	3
nor3b_2	3
## per-layer routing
metal | vias up | global-route usage [%] | wire length (um)
met5 | - | 0.5376 | 77
met4 | 6 | 12.35 | 13280
met3 | 573 | 13.40 | 28320
met2 | 2417 | 36.07 | 94870
met1 | 18695 | 25.67 | 67090
li1 | 16883 | - | -
## cell families after synthesis
| logic type | count (synthesis) | share of synthesized area (%) |
|---|---|---|
| compound gates | 577 | 7.360 |
| flops | 1024 | 57.57 |
| mux | 1024 | 19.19 |
| other cells | 1 | 0.007020 |
| simple gates | 1566 | 11.96 |
| buf+inv | 448 | 3.921 |
Power figures rest on the tool's default switching activity, not on a simulated workload.
