File: flow/design.v
module data_mem(
	input logic clk,
	input logic ren,
	input logic wen	,
	input logic [31:0] alu,
	input logic [31:0] data_i,
	output logic [31:0] data_o,
	input logic [31:0] in1_i,in2_i,
	input logic memtoreg,
	output logic [31:0] out_o
);
logic [7:0] addr;
logic [31:0] mem[0:255];
assign addr = alu [9:2];
always @(posedge clk) begin 
	if(wen) begin
		mem[addr] <= data_i;	
	end
end
always @(posedge clk) begin
	if(ren) begin
		data_o = mem[addr];	
	end
end
always_comb begin
	if(memtoreg == 0) begin
		out_o = in1_i;
	end
	else begin
		out_o = in2_i;
	end
end
endmodule
File: flow/run.sh
#!/bin/bash
# OpenROAD 26Q1-2900-gdf79404cd8, Yosys 0.63+post, stock flow scripts
make -C /OpenROAD-flow-scripts/flow DESIGN_CONFIG=/design/flow/config.mk WORK_HOME=/design/flow/orfs finish
File: flow/config.mk
export PLATFORM = sky130hd
export DESIGN_NAME = data_mem
export DESIGN_NICKNAME = data_mem
export VERILOG_FILES = /design/flow/design.v
export SDC_FILE = /design/flow/constraint.sdc
export NUM_CORES = 4
export LEC_CHECK = 1
export CORE_UTILIZATION = 40
export SYNTH_MEMORY_MAX_BITS = 65536
File: flow/constraint.sdc
current_design data_mem

set clk_period 57.9
set clk_io_pct 0.2

create_clock -name clk0 -period $clk_period [get_ports {clk}]

set non_clock_inputs [all_inputs -no_clocks]
set_input_delay [expr $clk_period * $clk_io_pct] -clock clk0 $non_clock_inputs
set_output_delay [expr $clk_period * $clk_io_pct] -clock clk0 [all_outputs]
==> impl_table.tex <==
% Auto-generated results table
\begin{tabular}{lr}
\hline
Metric & Value \\
\hline
\multicolumn{2}{l}{\textbf{Status}} \\
\quad Status & complete, no violations \\
\multicolumn{2}{l}{\textbf{GRT}} \\
\quad M3 GR Usage & 0.220 \\
\quad First-pass GRT wire length & 1190000 µm \\
\quad Layer with the highest usage after global routing & met2 \\
\quad Met2 Resource Use GR & 0.337 \\
\quad Met1 GRT Util & 0.260 \\
\quad Grt total ovfl & 0 \\
\quad Antenna violations before repair & 32 \\
\quad Via count of the first global-routing pass & 161000 \\
\quad Total track usage & 0.241 \\
\quad Maximum number of pins on one net before global-route repair & 100 \\
\multicolumn{2}{l}{\textbf{Clocking}} \\
\quad Count of cells resized by post-cts repair & 0 \\
\quad Buffer cell driving the clock tree root & clkbuf\_16 \\
\quad Depth of the CTS H-tree & 6 \\
\quad Clk sink count & 8224 \\
\quad Post-CTS Repair Setup Buffers & 0 \\
\quad Insertion delay to the later sink of the worst-skew pair & 1.17 ns \\
\quad Cts hold-fix bufs & 0 \\
\quad Clock-pin slew reported for the worst setup and hold paths after clock tree synthesis & 0.06 ns \\
\quad Clock tree from TritonCTS & done \\
\quad Number of buffers created by CTS & 808 \\
\quad Clock buffer depth & 4 \\
\multicolumn{2}{l}{\textbf{Yosys}} \\
\quad YS chip area & 310000 µm² \\
\quad Proportion of netlist area held by the largest area contributor & 0.797 \\
\quad Leading area contributor after synthesis & edfxtp\_1 \\
\quad Number of cells in Yosys stat & 13100 \\
\quad Post-synthesis cell area & 310000 µm² \\
\quad Number of warning messages in the yosys log & 1 \\
\quad Area share of xor/xnor cells in the synthesized design & 0 \\
\quad Distinct cell type count after synthesis & 22 \\
\quad Synth logic family & multiplexers \\
\quad Synth flops & 8224 \\
\quad Post-synth mux share & 0.150 \\
\quad Leading cell types by total area after synthesis & edfxtp\_1 (80\%), mux4\_2 (15\%), a22oi\_1 (2.5\%) \\
\quad Part of the Yosys area used for sequential elements & 0.797 \\
\quad Simple logic cell fraction of the synthesized area & 0.00488 \\
\quad Average cell area after synthesis & 23.6 µm² \\
\quad Post-synthesis share of cell area spent on and-or and or-and gates & 0.0367 \\
\quad Cell count after synthesis & 13100 \\
\quad Post-synthesis share of cell area spent on full adders, half adders and majority gates & 0 \\
\multicolumn{2}{l}{\textbf{Setup path}} \\
\quad Number of logic stages on the critical path including buffering & 4 \\
\quad Worst setup EP type & output pin \\
\quad Beginning of the worst register-to-register path & mem[95][31] \\
\quad Category of the critical setup timing path & in2out \\
\quad Crit path launch & memtoreg \\
\quad Worst setup path endpoint & out\_o[24] \\
\quad Number of buffers and inverters on the critical path & 3 \\
\quad Data required time at the worst endpoint & 46.32 ns \\
\quad Highest cell delay on the worst timing path & 0.46 ns \\
\quad Critical R2R Capture & data\_o[31] \\
\quad CP max stage cell & clkdlybuf4s50\_1 \\
\quad Cell family with most CP delay & buffers and inverters \\
\quad Critical-path cell list & clkdlybuf4s50\_1 > buf\_4 > mux2\_2 > clkdlybuf4s50\_1 \\
\quad Worst reg-to-reg setup slack & 54.51 ns \\
\quad Critical path launch point type & input port \\
\quad FF-to-FF path depth & 7 \\
\quad Critical path data arrival time & 13.26 ns \\
\quad Most common cell on crit path & clkdlybuf4s50\_1 \\
\quad Biggest fanout along the worst timing path & 32 \\
\multicolumn{2}{l}{\textbf{STA}} \\
\quad Final cycle utilization of the critical path & 0.429 \\
\quad Final hold violations & 0 \\
\quad Maximum clock frequency & 40.3 MHz \\
\quad Final sum of negative setup slack & 0 ns \\
\quad RSZ-0062 raised after global routing & false \\
\quad Max transition margin & 0.229 \\
\quad Shortest period the worst path allows & 24.84 ns \\
\quad Endpoints failing setup & 0 \\
\quad Least-Margin Pin Slew & 1.14 ns \\
\quad Final Max Tran Viols & 0 \\
\quad Final setup skew & 0.110 ns \\
\multicolumn{2}{l}{\textbf{Floorplanning}} \\
\quad I/O pin total & 196 \\
\quad Vert. Die Dim & 882 µm \\
\quad Floorplan core area & 770000 µm² \\
\quad Initial core utilization & 0.402 \\
\quad Width of the die & 882 µm \\
\quad Total number of placement rows & 322 \\
\quad Area of the die & 778000 µm² \\
\multicolumn{2}{l}{\textbf{Detailed routing}} \\
\quad Number of detailed-routing iterations run before antenna repair & 5 \\
\quad Total wire length & 845000 µm \\
\quad Routed vias & 145000 \\
\quad WL per Instance & 33.8 µm \\
\quad DR iter-0 viols & 10000 \\
\quad DRC violation count after routing & 0 \\
\quad Number of vias per cell & 5.78 \\
\quad Number of antenna-violating nets in the routed design & 0 \\
\multicolumn{2}{l}{\textbf{Hold path}} \\
\quad Number of cells traversed by the worst hold path & 6 \\
\quad Path category of the worst min-delay check & reg2reg \\
\multicolumn{2}{l}{\textbf{Finish}} \\
\quad Register area & 247000 µm² \\
\quad Filler cell count in the final layout & 62100 \\
\quad Fraction of final layout cells with drive strength greater than 1 & 0.297 \\
\quad Top cell excl fill/tap & edfxtp\_1 \\
\quad Tally of non-filler cells in the final layout & 25000 \\
\quad Final instance area & 356000 µm² \\
\quad Commonest non-fill, non-tap cells in the layout & edfxtp\_1 (8224), mux4\_2 (2048), a22oi\_1 (1024) \\
\quad Layout overhead on the synthesized area & 14.9\% \\
\quad Area used by multi-input combinational logic & 62300 µm² \\
\quad Final core utilization & 0.462 \\
\multicolumn{2}{l}{\textbf{Power}} \\
\quad Reported leakage power & 108 nW \\
\quad Peak supply drop & 32.2 µV \\
\quad Total power divided by cell area & 34.3 nW/µm² \\
\multicolumn{2}{l}{\textbf{Placement}} \\
\quad Cell area reported after detailed placement & 330000 µm² \\
\quad Detail Placement HPWL & 482000 µm \\
\quad Final weighted congestion of routability-driven global placement & 0.924 \\
\quad Quantity of I/O buffers inserted on ports & 171 \\
\quad Placed Cells & 23500 \\
\multicolumn{2}{l}{\textbf{Job}} \\
\quad Max-cap violations & 0 \\
\quad OpenROAD warning count & 50 \\
\hline
\end{tabular}
-- report_power, final --
part | total [mW] | internal [mW] | switching, mW
logic | 0.576 | 0.198 | 0.379
registers | 6.58 | 6.57 | 0.0142
clock network | 5.06 | 2.80 | 2.25
-- cell type report --
cell class	count	share of cell area
Antenna cell	35	0.000246
Clock buffer	1005	0.0590
Clock inverter	466	0.0127
Inverter	1	0.0000106
Multi-Input combinational cell	4098	0.175
Sequential cell	8224	0.694
Tap cell	10200	0.0359
Timing Repair Buffer	988	0.0230
-- cell families after synthesis --
logic type	after synthesis
AOI/OAI and AO/OA	1664
and+or+nand+nor	354
buffers and inverters	801
DFF	8224
muxes	2080
-- flip-flops by register name (all words and copies together) (netlist names) --
signal	count
data_o	32
mem	8192
-- cells in the mapped netlist --
cell type and n:
nor3_1 30, nand3_1 13, a22oi_1 1024, nor2b_1 7, buf_6 5, nand2b_1 6
nand4_1 32, nand2_1 28, o41ai_1 128, buf_2 190, or3_1 1, nor2_1 232
mux2_2 32, a21oi_1 512, buf_4 35, inv_1 1, mux4_2 2048, buf_1 90
and2_1 3, clkbuf_1 480, edfxtp_1 8224, or2_2 2
-- through the flow --
step / hold slack, ns / power [mW] / worst slack (ns)
global route: 1.21 / 12.6 / 33.00
global placement: 1.14 / 7.28 / 33.06
finish: 1.14 / 12.2 / 33.06
CTS: 1.10 / 12.3 / 33.05
detailed placement: 1.15 / 7.28 / 33.05
floorplan: 0.896 / 6.97 / 33.88
-- worst register-to-register path: cells and delay by family (launching register included) --
family | cells | cell delay, ns
simple gates | 1 | 0.12
buf+inv | 2 | 0.56
mux | 1 | 0.46
compound gates | 3 | 1.63
flops | 1 | 0.36
-- routing by layer --
| layer | vias up | part of all wire |
|---|---|---|
| li1 | 59200 | - |
| met1 | 73800 | 0.29 |
| met2 | 10300 | 0.45 |
| met3 | 1367 | 0.21 |
| met4 | 51 | 0.047 |
| met5 | - | 0.0041 |
-- worst min-delay path by stage --
stage	end	from
after CTS	data_o[21]	mem[211][21]
after global routing	data_o[10]	mem[50][10]
final	data_o[10]	mem[50][10]
Power figures rest on the tool's default switching activity, not on a simulated workload.
